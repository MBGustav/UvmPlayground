==> flow/design.v <==
module fifo #(
    parameter len_data = 32,
    parameter len_fifo = 16,
    localparam bit_len = $clog2(len_fifo)
)(
    input                  clk,
    input                  rst_n,
    input                  i_write,
    input                  i_read,   
    input  [len_data-1:0]  i_data,
    output [len_data-1:0]  o_data,
    output                 o_empty, o_full,
    output [bit_len:0]     dbg_counter  
);
    reg [len_data-1:0] fifo_mem [0:len_fifo-1];
    reg [$clog2(len_fifo):0] wr_ptr=0, rd_ptr=0, count=0;
    assign o_data  = (count > 0) ? fifo_mem[rd_ptr] : {len_data{1'bx}};
    assign o_empty = (count == 0);
    assign o_full  = (count >= len_fifo);
    assign dbg_counter = count;
    always @(posedge clk or negedge rst_n) begin
        if (!rst_n) begin
            wr_ptr <= 0;
            rd_ptr <= 0;
            count  <= 0;
        end else begin
            if (i_write && !o_full) begin
                fifo_mem[wr_ptr] <= i_data;
                if (wr_ptr == len_fifo - 1)
                    wr_ptr <= 0;
                else
                    wr_ptr <= wr_ptr + 1;
                count  <= count + 1;
            end
            if (i_read && !o_empty) begin
                if (rd_ptr == len_fifo - 1)
                    rd_ptr <= 0;
                else
                    rd_ptr <= rd_ptr + 1;
                count  <= count - 1;
            end
        end
    end
    initial begin
        $dumpfile("dump.vcd");
        $dumpvars(1,fifo);
    end
endmodule
==> flow/run.sh <==
#!/bin/bash
# OpenROAD 26Q1-2900-gdf79404cd8, Yosys 0.63+post, stock flow scripts
make -C /OpenROAD-flow-scripts/flow DESIGN_CONFIG=/design/flow/config.mk WORK_HOME=/design/flow/orfs finish
==> flow/config.mk <==
export PLATFORM = sky130hd
export DESIGN_NAME = fifo
export DESIGN_NICKNAME = fifo
export VERILOG_FILES = /design/flow/design.v
export SDC_FILE = /design/flow/constraint.sdc
export NUM_CORES = 4
export LEC_CHECK = 1
export CORE_UTILIZATION = 30
==> flow/constraint.sdc <==
current_design fifo

set clk_period 9.8
set clk_io_pct 0.2

create_clock -name clk0 -period $clk_period [get_ports {clk}]

set non_clock_inputs [all_inputs -no_clocks]
set_input_delay [expr $clk_period * $clk_io_pct] -clock clk0 $non_clock_inputs
set_output_delay [expr $clk_period * $clk_io_pct] -clock clk0 [all_outputs]
==> CHANGELOG.md <==
### Implementation results

- Hold crit path type: reg2reg
- First-pass DRT Iterations: 5
- Worst flop-to-flop path endpoint: count[4]
- Seq cells post-synth: 527
- Post-synthesis async set-or-reset flop share: 2.85%
- Number of top-level pins: 75
- Clock insertion delay at the later pin of the skew report: 0.59 ns
- Filler Cells Inserted: 6054
- Hold buffer count at cts: 0
- Placed cell count: 2088
- Setup_tns: 0 ns
- Count of yosys warnings during synthesis: 4
- P per Cell Area: 279 nW/um^2
- Number of antenna violations at the first check in global routing: 2
- Sequential cell area fraction in the yosys report: 77.9%
- Height of the die: 262 um
- Area share of the largest cell type after synthesis: 76.1%
- Tool warning count: 31
- Synth Instances: 1205
- Final routed wirelength across all metal layers: 49700 um
- Required time of the critical path: 7.84 ns
- Post-route worst hold slack: 0.493 ns
- Number of library cell types mapped by synthesis: 45
- First-pass GRT wire length: 74700 um
- Buffers on Ports: 74
- Total power: 0.00659 W
- Clk slew on worst S/H paths: 0.06 ns
- Most frequently used cell type in the post-synthesis netlist: edfxtp_1
- Crit path DAT: 4.65 ns
- Synth-to-Final Area Change: 17.1%
- Highest net fanout along the worst path: 51
- Width of the chip: 262 um
- Max Cap Viol: 0
- Average detailed-routed wire length per instance: 22.8 um
- Hold Path Stages: 1
- Overall chip area: 68400 sq um
- Syn Area/Cell: 16.8 sq um
- Endpoints failing hold: 0
- Post-route clock period utilization: 67.4%
- Drt drc: 0
- Max clock buf depth: 3
- Final weighted congestion in routability-driven placement: 0.802
- Initial Util: 30.5%
- Setup crit start kind: register
- Hpwl dp: 27300 um
- Clock root cell: clkbuf_16
- Area of the core region: 66200 sq um
- Relative slew slack: 46.6%
- Post-synth design cell area: 20200 sq um
- DRC violation total after the first TritonRoute iteration: 898
- Setup violations, final: 0
- Vias in the first global route: 12100
- Highest clock frequency the design can meet: 151 MHz
- Startpoint of the most critical hold path: wr_ptr[4]
- Routed vias/inst: 5.29
- Minimum clock period: 6.61 ns
- Run status: finished, final reports clean
- CTS tree: built
- Grt ovf: 0
- Worst Max-Slew Pin Slew: 0.799 ns
- Ys cells: 1205
- Flip-flops with a built-in enable: 512
- Static leakage: 7.17 nW
- H-tree levels: 2
- Number of setup buffers added after CTS: 0
- Highest ir drop seen on vdd: 170 uV
- Post_cts resized: 0
- Ratio of cells with drive above 1 in the final layout: 11.8%
- Post-route non-filler standard cell count: 2182
- Destination of the worst hold path: wr_ptr[4]
- Synth top cells by count: 512 x edfxtp_1, 96 x a22oi_1, 71 x a221oi_1
- Crit path kind: reg2out
- Total number of vias: 11500
- Reg-to-reg critical path startpoint: count[4]
- Max Clock Skew: 0.0207 ns
- Worst reg-to-reg setup slack: 6.80 ns
- Primary FF master, synth: edfxtp_1
- Row cnt: 94
- Number of sinks on the clock net: 527
- Crit path capture type: output pin
- Area of the synthesized netlist per yosys stat: 20200 sq um
- Inserted Clock Buffers: 51
- Antenna-violating nets left: 0
- Number of max-slew violations in the final report: 0
- Number of antenna cells inserted: 0
- GR Util All Layers: 15.6%
- Worst R2R Path Depth: 8
- Pin count of the biggest net entering global routing: 63
- Main area contributors after synthesis: edfxtp_1 76%, a22oi_1 3.6%, a221oi_1 3.1%, dfrtp_1 1.9%, mux2_2 1.3%
- Unrepaired setup endpoints after global routing: false
- Yosys top cell by area: edfxtp_1
[state kept, by name, indices dropped and copies added, names as in the netlist]
signal / count
fifo_mem: 512
rd_ptr: 5
wr_ptr: 5
count: 5
[where the power goes]
part	internal, W	leakage (nW)	switching [W]
clock	0.00105	0.766	0.000813
sequential	0.00257	4.78	0.0000960
combinational	0.000858	1.62	0.00120
[logic make-up (layout without fill, tap and decap cells)]
group	after synthesis	after routing	share of synthesized area (%)
mux	26	26	1.44
compound gates	389	389	14.3
xor+xnor	5	5	0.217
fa+ha+maj	12	12	0.780
flops	527	527	77.9
simple gates	143	143	3.18
buf+inv	103	216	2.15
[worst max-delay path, cell delays in order, from the launching register on]
cell             delay (ns)
dfrtp_1                0.44
inv_1                  0.25
ha_4                   0.61
buf_4                  0.58
nor2b_1                0.66
buf_4                  0.36
a221oi_1               0.11
or3_1                  0.40
a31oi_1                0.14
clkdlybuf4s50_1        0.47
[layout by cell type, fill, tap and decap left out, drive strengths merged, types with 24 or more instances in the layout]
cell type | Yosys | routed
nand3 | 24 | 24
mux2 | 24 | 24
a31oi | 35 | 35
nand2 | 30 | 30
clkbuf | 63 | 64
a21oi | 47 | 47
clkdlybuf4s50 | 0 | 74
a22oi | 96 | 96
a221oi | 72 | 72
nor2 | 58 | 58
buf | 30 | 38
edfxtp | 512 | 512
[final cells by class]
class	count	area [sq um]	area share [%]
repair buffers	112	1030	4.34
clock inverters	30	231	0.978
inverters	10	37.5	0.159
well taps	864	1080	4.57
multi-input cells	575	4180	17.7
clock buffers	64	1350	5.69
flip-flops and latches	527	15800	66.6
[stage by stage]
stage	worst slack, ns	area [sq um]	utilization (%)
2_1_floorplan	4.65	20200	-
3_3_place_gp	3.85	22100	33.3
3_5_place_dp	3.83	22100	33.3
4_1_cts	3.18	23700	35.7
5_1_grt	2.98	23700	35.7
6_report	3.19	23700	35.7
[metal layers]
metal,wire length (um),track usage (%)
met1,17800,18.7
met2,24200,24.6
met5,116,0.903
met4,940,2.79
met3,6670,9.80
[worst max path at each step]
stage / startpoint / end / slack [ns] / cells after the start
6_report: rd_ptr[0] / o_data[1] / 3.19 / 9
4_1_cts: rd_ptr[0] / o_data[1] / 3.18 / 9
5_1_grt: rd_ptr[0] / o_data[1] / 2.98 / 9
Power and IR drop assume default switching activity.
