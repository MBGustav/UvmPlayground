--- flow/run.sh ---
#!/bin/bash
# OpenROAD 26Q1-2900-gdf79404cd8, Yosys 0.63+post, stock flow scripts
make -C /OpenROAD-flow-scripts/flow DESIGN_CONFIG=/design/flow/config.mk WORK_HOME=/design/flow/orfs finish
--- flow/config.mk ---
export PLATFORM = sky130hd
export DESIGN_NAME = delay_memory
export DESIGN_NICKNAME = delay_memory
export VERILOG_FILES = /design/flow/design.v
export SDC_FILE = /design/flow/constraint.sdc
export NUM_CORES = 4
export LEC_CHECK = 1
export CORE_UTILIZATION = 50
export SYNTH_MEMORY_MAX_BITS = 65536
--- flow/constraint.sdc ---
current_design delay_memory

set clk_period 39.4
set clk_io_pct 0.2

create_clock -name clk0 -period $clk_period [get_ports {clk}]

set non_clock_inputs [all_inputs -no_clocks]
set_input_delay [expr $clk_period * $clk_io_pct] -clock clk0 $non_clock_inputs
set_output_delay [expr $clk_period * $clk_io_pct] -clock clk0 [all_outputs]
--- flow/design.v ---
module delay_memory (
    input         clk, 
    input         i_wr_en,
    input  [ 7:0] i_read_addr,
    input  [ 7:0] i_write_addr,
    input  [31:0] i_data,
    output        o_data_ready, 
    output [31:0] o_data
);
    reg [31:0] MEM [255:0];
    localparam READ_DELAY = 3;
    reg [32:0] fifo_read [READ_DELAY-1:0];  
    always @(posedge clk) begin
        if(i_wr_en) begin
            MEM[i_write_addr] <= i_data;               
            fifo_read[0] <= {32'bx, 1'b0};             
        end else begin
            fifo_read[0] <= {MEM[i_read_addr], 1'b1};  
        end
    end
    integer i;
    always @(posedge clk) begin
        for(i = 1; i < READ_DELAY; i = i + 1) begin
            fifo_read[i] <= fifo_read[i - 1];
        end
    end
    assign {o_data, o_data_ready} = fifo_read[READ_DELAY-1];
    integer itr;
    initial begin
        for(itr = 0; itr < READ_DELAY; itr = itr + 1)
            fifo_read[itr] = {32'bx,1'b0};
    end
endmodule
==> ci_impl_report.md <==
## Synthesis and layout report

| Metric | Value |
|---|---|
| Chip area | 637000 um^2 |
| Die height | roughly 800 um |
| Pin count of the biggest net entering global routing | approximately 110 |
| H-tree lvl count | 6 |
| Finished Cell Area | ~360000 um^2 |
| Synth warnings | 2 |
| Critical Path Max Stage Delay | about 0.77 ns |
| Top cells, area | edfxtp_1 78%, mux4_2 11%, mux2i_1 3.9% |
| Worst clock skew | 0.0588 ns |
| Share of cells above drive strength 1 | 26.0% |
| Power per cell area | between 50 and 60 nW/um^2 |
| Critical path fanouts, max | 74 |
| Area share, top type | between 70% and 80% |
| Number of slew-limit violations in the final report | 3 |
| Wire per inst | 39.2 um |
| Critical path's slowest cell | buf_4 |
| Actual slew at the worst max-slew pin | around 1.5 ns |
| Async set-reset flop share out of synthesis | 0% |
| Vias in the first global route | about 170k |
| Startpoint Class | input port |
| Yosys cell count | 14.5k |
| Log Warnings | 32 |
| R2r endpoint | fifo_read[0][21]$_DFF_P_ |
| Top cell by count, worst path | buf_4 |
| Worst Hold Path EP | fifo_read[2][31]$_DFF_P_ |
| Min Tclk post-route | approximately 15 ns |
| Iteration-0 DRC Markers | ~12k |
| Drt drc | 0 |
| Synth-to-layout area growth | 13.7% |
| Post-synth regs | about 8.3k |
| Most frequent logic cell in the layout | edfxtp_1 |
| Root buf cell | clkbuf_16 |
| Fmax achieved | a little under 70 MHz |
| Sequential fraction of the synthesis area | between 70% and 80% |
| Status | finished, violations left |
| Post-CTS Repair Setup Buffers | 0 |
| Post-synth top area cell | edfxtp_1 |
| Logic pwr share | under 10% |
| Gpl congestion | ~1 |
| Sw frac | 21.9% |
| Final setup viols | 0 |
| Die width | 798 um |
| Syn Area/Cell | around 22 um^2 |
| Fp_density | roughly 50% |
| Reg2Reg Depth | 6 |
| Hold Crit Class | reg2reg |
| Clock buffer count from CTS | between 800 and 900 |
| Unique cell types | ~60 |
| Max-cap violations | 1 |
| Gr usage total | about a third |
| Final worst path period share | 37.1% |
| Post-DP HPWL | just under 600000 um |
| Psw | 4.01 mW |
| Worst-path clk slew | around 0.060 ns |
| Worst slew margin | -1.58% |
| Post-route ant nets | 0 |
| Final WL | between 900000 and 1000000 um |
| Rows | around 290 |
| Int Power | 14.3 mW |
| Peak VDD IR | approximately 0.051 mV |
| Max clock buf depth | 4 |
| Hold Violations, Final | 0 |
| Hold_sp | fifo_read[1][31]$_DFF_P_ |
| Worst path arrival time | around 16 ns |
| Clk ins delay skew pair | around 1.2 ns |
| Synthesis area per yosys | approximately 320000 um^2 |
| Gr ovfl total | 0 |
| Clock Sinks | around 8.3k |
| Mapped Cells | approximately 15k |
| Final setup margin | 24.77 ns |
| Initial antenna violation count | between 90 and 100 |
| Failing checks | capacitance limit, slew limit |
| First-pass GRT wire length | 1340000 um |
| Critical path type | in2reg |
| Hold Path Stages | 0 |
| Leakage | roughly 110 nW |
| Dominant Register Cell | edfxtp_1 |
| Hold-fix buffers, CTS | 0 |
| Pre-antenna DRT Iters | 6 |
| CTS tree | done |
| Core footprint | 630000 um^2 |
| Final core occ | a little under three fifths |
| Fin Setup TNS | 0 ns |
| Reg-to-reg startpoint | MEM[13][20]$_DFFE_PP_ |
| Via Count | around 160k |
| RSZ-0062 raised after global routing | no |
| CP endpoint kind | register |
| PostCTS Resize Cnt | 0 |
| Reg2Reg Setup Slack | approximately 36 ns |
| Ports | about 83 |
| Worst Path Required | ~40 ns |
| Number of enable flip-flop cells | a little over 8k |
| Clock Power Share | 41.5% |
| Cell Area, Synth | around 320000 um^2 |
| Avg Vias per Cell | between 6 and 7 |
| Setup WS pre-CTS | 23.44 ns |
| Placed cell area | 334000 um^2 |
| CP Cell Sequence | buf_16, buf_4, buf_4, buf_4, buf_4, buf_4, buf_4, buf_4, buf_4, buf_4, mux2i_1, o221ai_1, a21oi_1, a2111oi_2, nand4_1, nor4_1 |
| Worst hold margin | 0.322 ns |
| Flop pwr share | 53.3% |
| Most frequent cells in the layout | 8192 x edfxtp_1, 1562 x mux4_2, 1240 x mux2i_1 |
| Port Buffers | around 82 |
-- metrics by stage --
step	cells	power (mW)
after CTS	24600	18.4
after floorplan	14500	10.4
after global routing	24600	18.8
after detailed placement	23100	10.9
final	24700	18.3
after global placement	23100	10.9
-- kinds of logic (layout without fill, tap and decap cells) --
kind of cell / Yosys count / after routing / synth area share [%]
DFF: 8291 / 8291 / 78.3
muxes: 2844 / 2844 / 15.2
AOI/OAI and AO/OA: 1376 / 1376 / 3.20
and+or+nand+nor: 1111 / 1111 / 1.65
buffers and inverters: 904 / 2615 / 1.69
other: 0 / 150 / 0
-- state kept, by name (all words and copies together) (netlist names) --
signal / flops
fifo_read: 99
MEM: 8192
-- metal layers --
| layer | share of wire [%] | GRT usage [%] | vias to the layer above |
|---|---|---|---|
| li1 | - | - | 64000 |
| met1 | 28 | 40.9 | 78900 |
| met2 | 44 | 45.2 | 11600 |
| met3 | 22 | 31.8 | 1824 |
| met4 | 6.2 | 15.6 | 119 |
| met5 | 0.41 | 4.26 | - |
-- area by class of cell --
cell class | instances | area [um^2]
Sequential cell | 8291 | 248000
Tap cell | 8350 | 10400
Fill cell | 45000 | 269000
Multi-Input combinational cell | 5331 | 66600
Clock buffer | 1044 | 21800
Inverter | 35 | 154
Timing Repair Buffer | 1061 | 8540
Antenna cell | 150 | 375
Clock inverter | 475 | 4280
-- critical path, delay by kind of cell --
kind / cells / cell delay (ns)
simple gates: 2 / 0.50
buf+inv: 10 / 6.05
compound gates: 3 / 0.79
mux: 1 / 0.18
-- power groups by stage --
stage     clock, mW  combinational [mW]  sequential [mW]
6_report       7.60               0.939             9.76
4_1_cts        7.70               0.933             9.76
5_1_grt        8.02               0.988             9.76
-- synth_stat cells, types with 80 or more instances --
master       n
a211oi_1    96
nand3_1     87
o211ai_1    94
mux4_2    1562
edfxtp_1  8192
o221ai_1   310
a221oi_1   101
nand2_1    251
nor3_1     177
a22oi_1    121
o22ai_1    200
buf_2      179
nand4_1     80
buf_6      109
mux2i_1   1240
nor2_1     328
a21oi_1    215
dfxtp_1     99
nor4_1      81
clkbuf_1   389
buf_4      100
-- worst max path at each step --
stage | endpoint | startpoint | slack (ns) | cells after the start
CTS | fifo_read[0][29]$_DFF_P_ | i_read_addr[0] | 24.68 | 16
finish | fifo_read[0][20]$_DFF_P_ | i_read_addr[0] | 24.77 | 16
global route | fifo_read[0][20]$_DFF_P_ | i_read_addr[0] | 24.16 | 16
Power and IR drop assume default switching activity.
