### design.v
module memory (
    input             clk, 
    input             i_wr_en,
    input      [ 7:0] i_addr,
    input      [31:0] i_data,
    output reg [31:0] o_data
);
    reg [31:0] MEM [255:0];
    always @(posedge clk) begin
        if(i_wr_en) 
            MEM[i_addr] <= i_data;
        else
            o_data <= MEM[i_addr];
    end
endmodule
### run.sh
#!/bin/bash
# OpenROAD 26Q1-2900-gdf79404cd8, Yosys 0.63+post, stock flow scripts
make -C /OpenROAD-flow-scripts/flow DESIGN_CONFIG=/design/flow/config.mk WORK_HOME=/design/flow/orfs finish
### config.mk
export PLATFORM = sky130hd
export DESIGN_NAME = memory
export DESIGN_NICKNAME = memory
export VERILOG_FILES = /design/flow/design.v
export SDC_FILE = /design/flow/constraint.sdc
export NUM_CORES = 4
export LEC_CHECK = 1
export CORE_UTILIZATION = 50
export SYNTH_MEMORY_MAX_BITS = 65536
### constraint.sdc
current_design memory

set clk_period 54.5
set clk_io_pct 0.2

create_clock -name clk0 -period $clk_period [get_ports {clk}]

set non_clock_inputs [all_inputs -no_clocks]
set_input_delay [expr $clk_period * $clk_io_pct] -clock clk0 $non_clock_inputs
set_output_delay [expr $clk_period * $clk_io_pct] -clock clk0 [all_outputs]
==> CHANGELOG.md <==
### Metrics

* Status: finished, violations left
* Violated checks: max-capacitance violations
* CP most frequent cell: buf_4
* Syn_area_per_cell at 23.65 µm²
* GRT overflow at 0
* Final HPWL DP at 513700 µm
* Yosys cell count at 13.09k
* Cell-by-cell trace of the critical path: buf_16 -> buf_4 -> buf_12 -> buf_4 -> buf_4 -> buf_4 -> buf_4 -> buf_4 -> buf_4 -> mux4_2 -> a22oi_1 -> a21oi_1 -> buf_4 -> o41ai_2 -> buf_4 -> nand4_1
* Maxcap violations at 2
* Setup WS pre-CTS at 35.72 ns
* Crit path launch type: primary input
* Fmax at 0.05655 GHz
* Ports at 74
* Top Metal Used: met5
* DIE WIDTH at 788.9 µm
* Initial DRC count at 9840
* FF/Latch Area at 247000 µm²
* Wire length on met3 at 198100 µm
* Total negative slack at 0 ns
* First-pass GRT wire length at 1242000 µm
* Cell Type Count at 20
* Period utilization at 32.45%
* Synth-to-layout area growth at 13.87%
* CTS max path bufs at 4
* Vias in the first global route at 165.8k
* Switching share of total power at 21.52%
* Clk Tree Root Cell: clkbuf_16
* Flop pwr share at 53.6%
* Routed Wire Length at 893500 µm
* Row cnt at 288
* DR vias/cell at 6.445
* Worst-Margin Slew at 1.476 ns
* GRT Total Usage at 32.92%
* Logic cell area at 61980 µm²
* Slew headroom at 0.5447%
* CP endpoint kind: flip-flop
* PostCTS Resize Cnt at 0
* Cell Area, Synth at 309600 µm²
* CTS tree: yes
* Hold Path Class: flip-flop to flip-flop
* Post-CTS setup buffer count at 0
* Initial antenna violation count at 41
* Final worst path period need at 17.68 ns
* Leak at 107.8 nW
* Beginning of the worst hold path: MEM[19][1]$_DFFE_PP_
* Die Span Y at 788.9 µm
* P_int at 10.23 mW
* P_sw at 2.805 mW
* Share of layout cells above drive strength 1 at 30.12%
* Hold Worst Slack at 1.085 ns
* DR vias at 147.2k
* Placed Area at 326500 µm²
* M1 WL at 231400 µm
* Commonest non-fill, non-tap cell in the layout: edfxtp_1
* Clk pwr share at 41.7%
* Met2 WL at 412600 µm
* Post-Layout Cell Count at 22.84k
* Final setup fails at 0
* Post-synth seq share at 79.77%
* Critical Path AT at 18.59 ns
* DR WL/cell at 39.13 µm
* Synth Instances at 13.09k
* CP Class: primary input to flip-flop
* CP max stage cell: o41ai_2
* Critical path peak fanout at 106
* Ys Warns at 1
* Commonest cells after routing, fill and taps aside: edfxtp_1, mux4_2, a22oi_1
* CP Data Required Time at 55.41 ns
* Largest net degree at the start of global routing at 128
* Pwr/cell area at 36.98 nW/µm²
* Worst r2r src: MEM[239][2]$_DFFE_PP_
* Post-route clock skew at 0.1074 ns
* GP Congestion at 0.8710
* Crit path launch: i_addr[1]
* Core footprint at 615800 µm²
* Yosys chip area at 309600 µm²
* Placed cells at 21.31k
* Clock Pin Slew Worst Setup and Hold Paths at 0.06 ns
* Slew Limit Fails at 0
* Post-route setup slack at 36.82 ns
* Antenna-violating nets left at 0
* Final cell utilization of the core at 57.24%
* DRC viols at 0
* Hold Buf Count CTS at 0
* Combinational share of power at 4.7%
* Total design power at 13.04 mW
* Die area at 622300 µm²
* Final Hold Vio Count at 0
* Router iterations before antenna repair at 5
* Flops after synth at 8224
* H-tree levels at 6
* Fillers at 42.44k
* Clk ins delay skew pair at 1.20 ns
* RSZ-0062 raised after global routing: no
* Final instance area at 352500 µm²
* Initial core utilization at 50.27%
* Tool warnings at 39
* TritonCTS Buffers at 809
* # clock sinks at 8224
* Worst path max stage delay at 1.03 ns
* Port bufs at 73
* Peak supply drop at 38.35 µV
[power groups by stage]
stage / Combinational, mW / Sequential (mW) / Clock (mW)
final: 0.614 / 6.99 / 5.43
after global routing: 0.652 / 6.99 / 5.74
after CTS: 0.615 / 6.99 / 5.50
[cell type report]
| cell class | instances | area share (%) |
|---|---|---|
| Timing Repair Buffer | 907 | 2.108 |
| Antenna cell | 41 | 0.02910 |
| Tap cell | 8120 | 2.882 |
| Inverter | 1 | 0.001065 |
| Clock inverter | 501 | 1.389 |
| Multi-Input combinational cell | 4066 | 17.58 |
| Sequential cell | 8224 | 70.05 |
| Clock buffer | 975 | 5.956 |
[cell usage after synthesis]
library cell | number | share of area [%]
a21oi_1 | 512 | 0.83
o41ai_1 | 128 | 0.36
buf_2 | 146 | 0.24
nor2b_1 | 8 | 0.016
clkbuf_1 | 480 | 0.58
buf_4 | 48 | 0.12
nand4_1 | 33 | 0.067
buf_1 | 88 | 0.11
or2_2 | 2 | 0.0040
inv_1 | 1 | 0.0012
nor2_1 | 234 | 0.28
and2_1 | 3 | 0.0061
buf_6 | 36 | 0.13
edfxtp_1 | 8224 | 80
nand2b_1 | 5 | 0.010
nand2_1 | 25 | 0.030
nor3_1 | 27 | 0.044
nand3_1 | 17 | 0.027
mux4_2 | 2048 | 15
a22oi_1 | 1024 | 2.5
[worst max-delay path, delay by kind of cell]
family	cells	cell delay, ns
and+or+nand+nor	1	0.10
buffers and inverters	11	5.30
muxes	1	0.39
AOI/OAI and AO/OA	3	1.47
[per-layer routing]
layer | GRT usage [%] | up-vias
li1 | - | 58950
met1 | 34.69 | 73850
met2 | 45.27 | 12470
met3 | 31.55 | 1816
met4 | 12.25 | 86
met5 | 5.386 | -
[final timing paths]
path                          end  slack, ns  depth (start not counted)
max          o_data[30]$_DFFE_PN_      36.82                         16
min           o_data[1]$_DFFE_PN_       1.08                          5
max reg2reg   o_data[2]$_DFFE_PN_      50.90                          7
min reg2reg   o_data[1]$_DFFE_PN_       1.08                          5
[flip-flops by register name, indices dropped and copies added (netlist names)]
signal  count
MEM      8192
o_data     32
[kinds of logic after synthesis]
family / synth area share, %
flip-flops: 79.77
multiplexers: 14.90
AND-OR/OR-AND: 3.673
buffers and inverters: 1.173
AND/OR/NAND/NOR: 0.4882
No activity file was given, so power comes from the tool's default toggle rates.
